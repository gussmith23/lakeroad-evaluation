$ cat config.mk
export PLATFORM = sky130hd
export DESIGN_NAME = seq_mem_d1_32_16_4
export DESIGN_NICKNAME = seq_mem_d1_32_16_4
export VERILOG_FILES = /design/flow/design.v
export SDC_FILE = /design/flow/constraint.sdc
export NUM_CORES = 4
export LEC_CHECK = 1
export CORE_UTILIZATION = 30
$ cat constraint.sdc
current_design seq_mem_d1_32_16_4

set clk_period 6.1
set clk_io_pct 0.2

create_clock -name clk0 -period $clk_period [get_ports {clk}]

set non_clock_inputs [all_inputs -no_clocks]
set_input_delay [expr $clk_period * $clk_io_pct] -clock clk0 $non_clock_inputs
set_output_delay [expr $clk_period * $clk_io_pct] -clock clk0 [all_outputs]
$ cat design.v
module seq_mem_d1_32_16_4 #(
    parameter WIDTH = 32,
    parameter SIZE = 16,
    parameter IDX_SIZE = 4
) (
   input wire logic clk,
   input wire logic reset,
   input wire logic [IDX_SIZE-1:0] addr0,
   input wire logic read_en,
   output logic [ WIDTH-1:0] out,
   output logic read_done,
   input wire logic [ WIDTH-1:0] in,
   input wire logic write_en,
   output logic write_done
);
  (* ram_style = "ultra" *)  logic [WIDTH-1:0] mem[SIZE-1:0];
  logic [WIDTH-1:0] read_out;
  assign out = read_out;
  always_ff @(posedge clk) begin
    if (reset) begin
      read_out <= '0;
    end else if (read_en) begin
      read_out <= mem[addr0];
    end else if (write_en) begin
      read_out <= 'x;
    end else begin
      read_out <= read_out;
    end
  end
  always_ff @(posedge clk) begin
    if (reset) begin
      read_done <= '0;
    end else if (read_en) begin
      read_done <= '1;
    end else begin
      read_done <= '0;
    end
  end
  always_ff @(posedge clk) begin
    if (write_en)
      mem[addr0] <= in;
  end
  always_ff @(posedge clk) begin
    if (reset) begin
      write_done <= '0;
    end else if (write_en) begin
      write_done <= 1'd1;
    end else begin
      write_done <= '0;
    end
  end
endmodule
$ cat run.sh
#!/bin/bash
# OpenROAD 26Q1-2900-gdf79404cd8, Yosys 0.63+post, stock flow scripts
make -C /OpenROAD-flow-scripts/flow DESIGN_CONFIG=/design/flow/config.mk WORK_HOME=/design/flow/orfs finish
==> notes.org <==
#+TITLE: Synthesis and PnR summary

** Pwr
- Share of power burned in the clock network :: 40.9%
- Cell internal power was estimated by the tool at 6.25 mW.
- Sequential Power Share :: 53.8%
- For this design the ratio of total power to cell area is 325 nW/um^2.
- The switching component of the power was reported as 1.60 mW.
- Leakage power :: 7.82 nW
- Switching power as a fraction of the total was reported as 20.4%.
- VDD IR-drop max :: 0.223 mV
- Looking at the power breakdown, combinational cells take 5.3% of the total.

** Routing
- Wire length per cell after detailed routing :: 22.8 um
- Antenna fix cells :: 0
- Post-route antenna net violation count :: 0
- Drt first-iter violations :: 527
- After detailed routing, the number of vias per cell comes to 4.89.
- The first detailed-routing pass took 7 iterations.
- After detailed routing, the number of remaining DRC violations is 0.
- Per the detailed-route log, wirelength across all metal layers totals 46.0 mm.
- Vias post-DR :: 9846

** Clock tree
- Clock tree sinks :: 546
- Number of buffers added for setup after CTS :: 0
- TritonCTS built the clock tree.
- Per the CTS log, the maximum H-tree level is 2.
- Clock tree root buffer cell :: clkbuf_16
- Buffers inserted to repair hold after CTS numbered 0.
- Looking at the worst setup and hold paths, the clock pins of their registers show a slew of 0.06 ns.
- In this run the deepest clock path goes through 3 buffers.
- Clk ins delay skew pair :: 0.59 ns
- Cells resized by post-CTS repair :: 0
- Num CTS Buffers :: 55

** Yosys
- Number of synthesized register bits :: 546
- Cell area after technology mapping :: 20600 um^2
- In the Yosys stats the netlist draws on 28 distinct library cells.
- EDFF count, synth :: 512
- Of the post-synthesis cell area, the dominant cell type holds 74.5%.
- The synthesis report lists the Yosys warning total as 1.
- Synth top cell by count :: edfxtp_1
- Averaged over all synthesized cells, the footprint is 20.8 um^2.
- The number of cells reported by Yosys stat comes to 991.
- Seq/Total Area, Yosys :: 77.8%
- Total cell area reported by yosys after synthesis :: 20600 um^2
- The cell type that accounts for the most area after synthesis is edfxtp_1.
- The synthesis report lists the most area-consuming cells as edfxtp_1, mux2i_1, mux4_2, dfxtp_1, a22oi_1.
- Per the post-synthesis report, the number of cells in the design is 991.
- Post-synth the commonest register cell is edfxtp_1.
- Async set-or-reset flop fraction in the synthesized netlist :: 0%
- Ranking of synthesized cells by instance count :: edfxtp_1, mux2i_1, a22oi_1

** Floorplanning
- Vertical die dimension :: 264 um
- Before placement the cells fill 30.5% of the core.
- The chip occupies 69800 um^2.
- 74 I/O pins were placed.
- Number of core rows :: 95
- Area of the core :: 67600 um^2
- Die outline width :: 264 um

** Final layout
- Number of fill cells in the layout :: 6028
- Fraction of final layout cells with drive strength greater than 1 :: 17.1%
- Area growth from synthesis to layout :: 17.1%
- The finished cells cover 24200 um^2.

** Setup path
- The largest individual stage delay along the critical path comes from the cell mux4_1.
- The setup path with the least slack is of type in2reg.
- STA classifies the critical path startpoint as an input pin.
- Crit-path leading delay family :: buffers and inverters
- Startpoint of the worst-slack reg-to-reg timing path :: mem[9][9]
- The data arrival time reported for the critical path is 3.71 ns.
- STA puts the critical path data required time at 6.55 ns.
- Walking the worst path, the cells encountered are clkbuf_8 -> buf_4 -> buf_4 -> mux4_1 -> mux2i_1 -> o21ai_0.
- The most critical setup path has its startpoint at addr0[0].
- In this run the number of cells on the critical path is 6.
- Worst-path maximum fanout :: 60
- Internal reg-to-reg setup slack :: 4.73 ns
- CP endpoint kind :: flip-flop
- For the worst reg-to-reg path, the endpoint reported by OpenROAD is read_out[9].
- In this design, the stage delay of the slowest critical-path cell is 0.63 ns.
- Most frequent cell on the critical path :: buf_4
- Following the worst setup path forward leads to its endpoint at read_out[0].
- Number of cells traversed by the worst register-to-register path :: 3
- The critical path contains buffers and inverters numbering 3 combined.

** Hold path
- Hold crit path type :: reg2reg
- Count of cells along the worst hold path :: 2

** Job
- Number of warnings in the stage logs :: 25
- In this run the maximum-capacitance check reported violations numbering 0.

** GRT
- Global routing finished with a remaining overflow of 0.
- Entering global routing, the biggest net connects 61 pins.
- The number of global-route vias before repair came to 10700.
- Global routing consumed, over all layers together, 14.2% of the routing resources.
- Global-route wire length before repair :: 68.3 mm
- The initial antenna violation count was 1.

** STA
- Count of pins over their slew limit :: 0
- The final timing report gives a worst setup slack of 2.84 ns.
- Final tally of hold violations :: 0
- The transition time recorded at the tightest slew-check pin is 0.716 ns.
- RSZ-0062 raised after global routing :: false
- In the final run the clock tree shows a worst skew of 0.00987 ns.
- Final setup vio count :: 0
- The worst-case max-slew headroom was logged as 52.1%.
- After layout, the worst path uses 53.4% of the clock period.
- Per the timing report, the achievable frequency comes out to 307 MHz.
- Final hold analysis gives a worst-case slack of 0.496 ns.
- Minimum period implied by the final worst setup slack :: 3.26 ns
- Setup TNS :: 0 ns

** Place
- Final HPWL from detailed placement :: 25.1 mm
- Placer Congestion :: 0.788
- Per the detailed placement report, the placed cell area equals 22400 um^2.
- Per the placement log, port buffering inserted 73 buffers.
- Setup slack on the worst path after placement came out at 2.15 ns.

** Outcome
- Status :: complete, no violations
placed cells by master, fill, tap and decap left out, drive strengths merged:
cell type | netlist | layout
nor3b | 1 | 1
nand3 | 1 | 1
nand3b | 2 | 2
mux2i | 160 | 160
or3b | 1 | 1
nor3 | 6 | 6
or3 | 1 | 1
nor2b | 4 | 4
nor2 | 15 | 15
inv | 0 | 1
nand2b | 2 | 2
clkbuf | 13 | 79
buf | 44 | 36
edfxtp | 512 | 512
and2 | 1 | 1
a32oi | 32 | 32
nand2 | 2 | 2
a22oi | 64 | 64
clkdlybuf4s50 | 0 | 70
mux4 | 64 | 64
bufinv | 0 | 4
o21ai | 32 | 32
dfxtp | 34 | 34
clkinv | 0 | 15
clkinvlp | 0 | 3
power by group through the flow:
stage     Sequential, mW  Combinational, mW  Clock, mW
5_1_grt             4.23              0.454       3.41
6_report            4.23              0.416       3.21
4_1_cts             4.23              0.424       3.27
layer usage:
metal	part of all wire, %	up-vias	global-route usage [%]
li1	-	4347	-
met1	36	4829	17.3
met2	46	589	21.1
met3	16	79	10.4
met4	2.2	2	2.67
met5	0.026	-	0.0693
worst register-to-register path: cells and delay by family, from the launching register on:
kind / cells / cell delay (ns)
flip-flops: 1 / 0.37
AND-OR/OR-AND: 1 / 0.09
multiplexers: 2 / 0.78
kinds of logic after synthesis:
logic type             synth area share [%]
flip-flops                             77.8
multiplexers                           14.8
AND-OR/OR-AND                          4.46
buffers and inverters                  2.03
AND/OR/NAND/NOR                       0.909
how the worst min path moves through the flow:
stage | slack, ns | from | endpoint
after CTS | 0.50 | read_out[6] | read_out[6]
after global routing | 0.52 | read_out[6] | read_out[6]
final | 0.50 | read_out[7] | read_out[7]
registers in the layout, indices dropped and copies added, names as in the netlist:
register    cells
read_done       1
read_out       32
mem           512
write_done      1
cell type report:
cell class | count | area, um^2 | area share [%]
flip-flops and latches | 546 | 16100 | 66.4
multi-input cells | 388 | 4310 | 17.8
clock buffers | 78 | 1500 | 6.22
well taps | 873 | 1090 | 4.52
repair buffers | 107 | 988 | 4.09
clock inverters | 23 | 218 | 0.901
through the flow:
stage                     util (%)  power (mW)  instances
after floorplan                  -        4.52        991
after global placement        33.2        4.72       1914
after detailed placement      33.2        4.73       1914
after CTS                     35.7        7.92       2015
after global routing          35.7        8.10       2015
final                         35.7        7.85       2015
Power is estimated from default activity; no workload was simulated.
