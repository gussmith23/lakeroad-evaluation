==> design.v <==
module std_mem_d1_32_16_4 #(
    parameter WIDTH = 32,
    parameter SIZE = 16,
    parameter IDX_SIZE = 4
) (
   input wire                logic [IDX_SIZE-1:0] addr0,
   input wire                logic [ WIDTH-1:0] write_data,
   input wire                logic write_en,
   input wire                logic clk,
   output logic [ WIDTH-1:0] read_data,
   output logic              done
);
  logic [WIDTH-1:0] mem[SIZE-1:0];
  assign read_data = mem[addr0];
  always_ff @(posedge clk) begin
    if (write_en) begin
      mem[addr0] <= write_data;
      done <= 1'd1;
    end else done <= 1'd0;
  end
endmodule
==> run.sh <==
#!/bin/bash
# OpenROAD 26Q1-2900-gdf79404cd8, Yosys 0.63+post, stock flow scripts
make -C /OpenROAD-flow-scripts/flow DESIGN_CONFIG=/design/flow/config.mk WORK_HOME=/design/flow/orfs finish
==> config.mk <==
export PLATFORM = sky130hd
export DESIGN_NAME = std_mem_d1_32_16_4
export DESIGN_NICKNAME = std_mem_d1_32_16_4
export VERILOG_FILES = /design/flow/design.v
export SDC_FILE = /design/flow/constraint.sdc
export NUM_CORES = 4
export LEC_CHECK = 1
export CORE_UTILIZATION = 40
==> constraint.sdc <==
current_design std_mem_d1_32_16_4

set clk_period 4.4
set clk_io_pct 0.2

create_clock -name clk0 -period $clk_period [get_ports {clk}]

set non_clock_inputs [all_inputs -no_clocks]
set_input_delay [expr $clk_period * $clk_io_pct] -clock clk0 $non_clock_inputs
set_output_delay [expr $clk_period * $clk_io_pct] -clock clk0 [all_outputs]
==> Slide: Implementation Results <==
Run Summary

Run status
  – Status: finished clean

Timing
  – Fin Setup TNS: 0 ns
  – Max Slew Vio Count: 0
  – Worst slew pin tran: 0.728 ns
  – RSZ-0062 raised after global routing: no
  – # setup viols final: 0
  – Fin. Hold Viols: 0
  – Fmax achieved: 0.255 GHz
  – Cycle use final: 89.2%
  – Slew HR: 51.3%
  – Min Tclk post-route: 3.93 ns

Cells and area
  – Layout fillers: 3,749
  – Most frequent logic cell in the layout: edfxtp_1
  – Most frequent cells in the layout: edfxtp_1, mux4_2, clkdlybuf4s50_1
  – Layout cells sized above 1: 27.0%
  – Synth-to-layout area growth: 17.9%

Setup path
  – CP max stage delay: 0.72 ns
  – Cell family with the largest share of critical-path delay: buffers and inverters
  – Setup CP Type: input pin to output pin
  – Crit path DRT: 3.52 ns
  – Critical Path AT: 3.05 ns
  – Most frequent CP cell: clkdlybuf4s50_1
  – Crit path cell chain: clkdlybuf4s50_1, nor2b_4, buf_4, a22oi_1, nand2_1, clkdlybuf4s50_1
  – Nature of the critical path endpoint: output pin
  – WP buf/inv: 3
  – Crit path max fanout: 11
  – CP max stage cell: clkdlybuf4s50_1
  – CP startpoint kind: input pin

Route
  – Avg Vias per Cell: 5.50
  – Vias post-DR: 8,771
  – WL met1: 13.7 mm
  – Metal2 WL: 19.7 mm
  – DR WL met3: 6.08 mm
  – DRT iter0 DRCs: 556
  – Top layer used by detailed routing: met5
  – WL/cell: 25.5 um
  – Residual DRC: 0
  – DR pass1 iterations: 6
  – DRT Wirelength: 40.6 mm
  – Antenna Nets Post-Route: 0

Floorplan
  – Chip height: 221 um
  – Rows: 80
  – Die W: 221 um
  – Ports: 71
  – FP Util: 40.5%
  – Core area: 47,500 um^2
  – Die ar.: 49,000 um^2

Global route
  – First-pass GRT wire length: 61.0 mm
  – GR Overflow Total: 0
  – GRT Total Usage: 18.8%
  – Number of global-route vias before repair: 9,923
  – Largest net degree at the start of global routing: 57
  – Initial antenna violation count: 3

Power
  – Maximum VDD drop: 0.000309 V
  – LEAKAGE: 0.00708 uW
  – Total Power: 9990 uW
  – Pwr Density: 441 nW/um^2

Placed design
  – Post-DP HPWL: 22.8 mm
  – RePlAce Congestion: 0.784
  – PortBufs: 70

Clocking
  – CTS tree: built
  – Post-CTS Setup Inserts: 0
  – CTS Buf Count: 51
  – CTS Buffer Depth: 3
  – H-tree depth: 2
  – Post-CTS Hold Fix Bufs: 0
  – Reg clk slew, reported paths: 0.06 ns
  – Clock Sinks: 513
  – Post-CTS Resized: 0
  – CTS root buffer: clkbuf_16

Run
  – Tool Warnings: 25
  – Max cap viols: 0

Synth
  – Synth warn: 1
  – Mean Syn Cell Area: 23.8 um^2
  – Post-Syn Area: 19,200 um^2
  – Yosys synthesis chip area: 19,200 um^2
  – Yosys cell count: 809
  – Register share after synthesis: 80.0%
  – Register bit total from synthesis: 513
  – Cells after Synth: 809
  – Netlist cell types: 17

Hold path
  – Min-delay worst type: input pin to register
## through the flow
stage	area, um^2	std cells	util (%)	setup WS (ns)	hold slack, ns
final	22700	1594	47.7	0.474	0.923
after detailed placement	21200	1500	44.5	0.461	1.52
after global placement	21200	1500	44.5	0.467	1.52
after CTS	22700	1593	47.7	0.456	0.905
after global routing	22700	1593	47.7	0.361	0.932
after floorplan	19200	809	-	0.278	0.908
## report_power, final
group | internal (uW) | total (uW) | switching, uW
Combinational | 271 | 557 | 287
Clock | 2230 | 3940 | 1710
Sequential | 5480 | 5500 | 19.3
Total | 7980 | 9990 | 2020
## cells in the mapped netlist
cell      number  area [um^2]
or3b_2         1         8.76
dfxtp_1        1         20.0
buf_4          1         7.51
clkbuf_1      27          101
buf_6          6         67.6
nand3b_1       2         15.0
and2_1         1         6.26
nand3_1        1         5.00
edfxtp_1     512        15400
nor2_1        13         48.8
a22oi_1       64          480
nor3_1         4         20.0
mux4_2       128         2880
nand2b_1       2         12.5
nor2b_1        2         12.5
buf_2         11         55.1
nand2_1       33          124
## cell families after synthesis
logic type / synth area share (%)
AOI/OAI and AO/OA: 2.50
buffers and inverters: 1.20
muxes: 15.0
and+or+nand+nor: 1.31
DFF: 80.0
## area by class of cell
type	count	area [um^2]	share of cell area, %
antenna	1	2.50	0.0110
multi-input combinational	251	3750	16.5
timing repair buffer	121	1250	5.52
clock inverter	23	144	0.634
sequential	513	15400	67.9
tap	615	769	3.39
clock buffer	70	1370	6.04
## per-layer routing
metal	GRT usage (%)	vias to the layer above
met5	1.56	-
met4	4.02	6
met3	13.2	75
met2	27.9	548
met1	23.9	4405
li1	-	3737
## final timing paths
path,cells past startpoint,end,start,slack [ns]
setup / recovery,6,read_data[6],addr0[3],0.47
hold / removal,1,done,write_en,0.92
## flip-flops by register name (all words and copies together), names as in the netlist
name  flops
done      1
mem     512
Power is estimated from default activity; no workload was simulated.
