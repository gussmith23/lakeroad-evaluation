==> design/flow/design.v <==
module seq_mem_d1_32_144_8 #(
    parameter WIDTH = 32,
    parameter SIZE = 144,
    parameter IDX_SIZE = 8
) (
   input wire logic clk,
   input wire logic reset,
   input wire logic [IDX_SIZE-1:0] addr0,
   input wire logic read_en,
   output logic [ WIDTH-1:0] out,
   output logic read_done,
   input wire logic [ WIDTH-1:0] in,
   input wire logic write_en,
   output logic write_done
);
  (* ram_style = "ultra" *)  logic [WIDTH-1:0] mem[SIZE-1:0];
  logic [WIDTH-1:0] read_out;
  assign out = read_out;
  always_ff @(posedge clk) begin
    if (reset) begin
      read_out <= '0;
    end else if (read_en) begin
      read_out <= mem[addr0];
    end else if (write_en) begin
      read_out <= 'x;
    end else begin
      read_out <= read_out;
    end
  end
  always_ff @(posedge clk) begin
    if (reset) begin
      read_done <= '0;
    end else if (read_en) begin
      read_done <= '1;
    end else begin
      read_done <= '0;
    end
  end
  always_ff @(posedge clk) begin
    if (write_en)
      mem[addr0] <= in;
  end
  always_ff @(posedge clk) begin
    if (reset) begin
      write_done <= '0;
    end else if (write_en) begin
      write_done <= 1'd1;
    end else begin
      write_done <= '0;
    end
  end
endmodule
==> design/flow/run.sh <==
#!/bin/bash
# OpenROAD 26Q1-2900-gdf79404cd8, Yosys 0.63+post, stock flow scripts
make -C /OpenROAD-flow-scripts/flow DESIGN_CONFIG=/design/flow/config.mk WORK_HOME=/design/flow/orfs finish
==> design/flow/config.mk <==
export PLATFORM = sky130hd
export DESIGN_NAME = seq_mem_d1_32_144_8
export DESIGN_NICKNAME = seq_mem_d1_32_144_8
export VERILOG_FILES = /design/flow/design.v
export SDC_FILE = /design/flow/constraint.sdc
export NUM_CORES = 4
export LEC_CHECK = 1
export CORE_UTILIZATION = 50
export SYNTH_MEMORY_MAX_BITS = 65536
==> design/flow/constraint.sdc <==
current_design seq_mem_d1_32_144_8

set clk_period 29.9
set clk_io_pct 0.2

create_clock -name clk0 -period $clk_period [get_ports {clk}]

set non_clock_inputs [all_inputs -no_clocks]
set_input_delay [expr $clk_period * $clk_io_pct] -clock clk0 $non_clock_inputs
set_output_delay [expr $clk_period * $clk_io_pct] -clock clk0 [all_outputs]
==> results.sh <==
# source this file to load flow results
export IMPL_crit_slowest_cell="a211oi_1"
export IMPL_hold_path_class="register to register"
export IMPL_area_growth_pct=13.5
export IMPL_postCtsSetupBuffers=0
export IMPL_core_area_sq_um=351000
export IMPL_synthTopCellsByCount="edfxtp_1, mux4_2, a22oi_1, mux2i_1, clkbuf_1"
export IMPL_first_iter_violations=6052
export IMPL_topCellsByArea="edfxtp_1, mux4_2, mux2i_1"
export IMPL_ys_area_sq_um=177000
export IMPL_die_height_um=597
export IMPL_worstSkewPairLatency_ns=1.03
export IMPL_fp_dieW_um=597
export IMPL_post_drt_wl_per_cell_um=36.8
export IMPL_worst_slew_pin_slew_ns=1.42
export IMPL_drv_cap=0
export IMPL_crit_arrival_ns=12.10
export IMPL_crit_required_ns=30.75
export IMPL_cell_family_with_the_largest_share_of_critical_path_delay="buffers and inverters"
export IMPL_tritoncts="yes"
export IMPL_total_number_of_warnings_across_the_stage_logs=29
export IMPL_synth_async_reset_ratio_pct=0
export IMPL_synth_top_cell_by_count="edfxtp_1"
export IMPL_max_clock_path_buffers=4
export IMPL_cp_start_kind="primary input"
export IMPL_drt_first_pass_iters=5
export IMPL_power_density_cell_area_nw_per_um2=67.2
export IMPL_top_signal_layer_used="met5"
export IMPL_globalRouteTotalUtil_pct=32.6
export IMPL_postSynthCellCount=7964
export IMPL_hold_path_startpoint="read_out[30]"
export IMPL_worst_ir_drop_vdd_uv=53.2
export IMPL_number_of_buffers_created_by_cts=465
export IMPL_synthDistinctLibCells=58
export IMPL_critPathLaunch="addr0[0]"
export IMPL_post_synth_top_area_cell="edfxtp_1"
export IMPL_io_buffers=77
export IMPL_synthesis_area_sq_um=177000
export IMPL_critical_path_endpoint_type="register"
export IMPL_crit_buf_inv=6
export IMPL_holdBufCountCts=0
export IMPL_synth_largest_type_area_fraction_pct=78.3
export IMPL_rsz0062_at_grt="false"
export IMPL_most_used_dff_post_synth="edfxtp_1"
export IMPL_routed_length_on_met3_mm=111
export IMPL_relSlewSlack_pct=4.93
export IMPL_gp_routability_congestion=0.927
export IMPL_synth_seq_area_share_pct=78.7
export IMPL_post_route_period_util_pct=37.6
export IMPL_total_wirelength_of_the_detailed_routed_design_mm=501
export IMPL_path_clk_slew_ns=0.06
export IMPL_path_cells="buf_16 -> buf_4 -> buf_4 -> buf_12 -> buf_4 -> buf_4 -> mux4_2 -> a211oi_1 -> nand4_1 -> a211oi_1 -> a211oi_1"
export IMPL_average_cell_area_after_synthesis_sq_um=22.2
export IMPL_met1Wirelength_mm=142
export IMPL_tns_ns=0
export IMPL_clock_tree_htree_level_count=5
export IMPL_synth_stat_cells=7964
export IMPL_timing_rr_start="mem[86][25]"
export IMPL_synth_edff_count=4608
export IMPL_initial_antenna_violation_count=16
export IMPL_dieArea_sq_um=356000
export IMPL_post_cts_resize_count=0
export IMPL_critical_path_max_stage_delay_ns=1.12
export IMPL_detailroute_wirelength_met2_mm=225
export IMPL_post_dp_hpwl_mm=290
export IMPL_drtAntennaViolNets=0
export IMPL_final_layout_size_suffix_gt1_share_pct=26.8
export IMPL_critical_path_max_fanout=74
export IMPL_overflow=0
export IMPL_timing_final_setup_violations=0
export IMPL_grt_pass1_wl_mm=705
export IMPL_io_pins=78
export IMPL_viasPerCell=6.32
export IMPL_cts_root_buf="clkbuf_16"
export IMPL_post_route_drc_count=0
export IMPL_power_mw=13.5
export IMPL_synth_warnings=1
export IMPL_timing_final_max_slew_violations=0
export IMPL_outcome="finished clean"
export IMPL_clock_sink_count=4642
export IMPL_cellLeakagePower_nw=62.9
export IMPL_floorplan_rows=217
export IMPL_num_vias=86141
export IMPL_floorplan_initialDensity_pct=50.4
export IMPL_fmax_mhz=88.9
export IMPL_critical_path_most_common_cell="buf_4"
export IMPL_yosys_register_bits=4642
export IMPL_fin_skew_ns=0.0436
export IMPL_finalCriticalPeriod_ns=11.25
export IMPL_first_global_vias=94478
export IMPL_critical_path_class="primary input to register"
export IMPL_finalHoldViolations=0
export IMPL_maximum_number_of_pins_on_one_net_before_global_route_repair=102
area by class of cell:
| cell class | count | area [sq um] |
|---|---|---|
| repair buffers | 560 | 4550 |
| flip-flops and latches | 4642 | 139000 |
| inverters | 2 | 7.51 |
| clock buffers | 578 | 12200 |
| fillers | 24732 | 150000 |
| clock inverters | 278 | 2480 |
| well taps | 4708 | 5890 |
| diodes | 10 | 25.0 |
| multi-input cells | 2850 | 36400 |
through the flow:
| stage | utilization (%) | instance area, sq um | instances | hold slack (ns) | setup slack (ns) |
|---|---|---|---|---|---|
| 6_report | 57.2 | 201000 | 13628 | 0.497 | 18.65 |
| 5_1_grt | 57.2 | 201000 | 13620 | 0.533 | 18.26 |
| 4_1_cts | 57.2 | 201000 | 13618 | 0.500 | 18.57 |
| 3_5_place_dp | 53.0 | 186000 | 12762 | 0.492 | 17.51 |
| 3_3_place_gp | 53.0 | 186000 | 12757 | 0.488 | 17.32 |
| 2_1_floorplan | - | 177000 | 7964 | 0.457 | 19.76 |
per-layer routing:
| layer | GRT usage (%) | up-vias |
|---|---|---|
| met4 | 9.98 | 44 |
| met1 | 38.4 | 43393 |
| li1 | - | 35159 |
| met3 | 30.7 | 832 |
| met2 | 43.3 | 6713 |
| met5 | 3.76 | - |
where the power goes:
group          total [mW]  internal (mW)  switching (mW)
Combinational       0.656          0.212           0.444
Clock                5.65           3.25            2.40
Sequential           7.18           7.17         0.00907
Total                13.5           10.6            2.85
logic make-up (layout without fill, tap and decap cells):
family | Yosys count | in the layout | share of synthesized area (%)
AND/OR/NAND/NOR | 619 | 619 | 1.72
buffers and inverters | 472 | 1418 | 1.52
AND-OR/OR-AND | 838 | 838 | 3.29
multiplexers | 1393 | 1393 | 14.8
flip-flops | 4642 | 4642 | 78.7
other | 0 | 10 | 0
state kept, by name, indices dropped and copies added (netlist names):
| signal | count |
|---|---|
| mem | 4608 |
| read_out | 32 |
| read_done | 1 |
| write_done | 1 |
layout by cell type, fill, tap and decap left out, types with 112 or more instances in the layout:
cell type	instances
nand3_1	117
mux2i_1	395
a22oi_1	398
mux4_2	973
a21oi_1	181
buf_4	487
nand2_1	112
edfxtp_1	4608
clkbuf_16	472
final timing paths:
path	cells after the start	end	slack, ns
hold / removal	2	read_out[30]	0.50
setup / recovery	11	read_out[20]	18.65
hold reg to reg	2	read_out[30]	0.50
setup reg to reg	5	read_out[25]	26.14
tightest hold or removal path: cells and delay by family (launching register included):
kind	cells	cell delay (ns)
DFF	1	0.31
AOI/OAI and AO/OA	1	0.05
and+or+nand+nor	1	0.10
Power is estimated from default activity; no workload was simulated.
