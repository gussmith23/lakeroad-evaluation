`design.v`:
```
module std_mem_d2_32_16_16_4_4 #(
    parameter WIDTH = 32,
    parameter D0_SIZE = 16,
    parameter D1_SIZE = 16,
    parameter D0_IDX_SIZE = 4,
    parameter D1_IDX_SIZE = 4
) (
   input wire                logic [D0_IDX_SIZE-1:0] addr0,
   input wire                logic [D1_IDX_SIZE-1:0] addr1,
   input wire                logic [ WIDTH-1:0] write_data,
   input wire                logic write_en,
   input wire                logic clk,
   output logic [ WIDTH-1:0] read_data,
   output logic              done
);
  logic [WIDTH-1:0] mem[D0_SIZE-1:0][D1_SIZE-1:0];
  assign read_data = mem[addr0][addr1];
  always_ff @(posedge clk) begin
    if (write_en) begin
      mem[addr0][addr1] <= write_data;
      done <= 1'd1;
    end else done <= 1'd0;
  end
endmodule
```
`run.sh`:
```
#!/bin/bash
# OpenROAD 26Q1-2900-gdf79404cd8, Yosys 0.63+post, stock flow scripts
make -C /OpenROAD-flow-scripts/flow DESIGN_CONFIG=/design/flow/config.mk WORK_HOME=/design/flow/orfs finish
```
`config.mk`:
```
export PLATFORM = sky130hd
export DESIGN_NAME = std_mem_d2_32_16_16_4_4
export DESIGN_NICKNAME = std_mem_d2_32_16_16_4_4
export VERILOG_FILES = /design/flow/design.v
export SDC_FILE = /design/flow/constraint.sdc
export NUM_CORES = 4
export LEC_CHECK = 1
export CORE_UTILIZATION = 30
export SYNTH_MEMORY_MAX_BITS = 65536
```
`constraint.sdc`:
```
current_design std_mem_d2_32_16_16_4_4

set clk_period 37.9
set clk_io_pct 0.2

create_clock -name clk0 -period $clk_period [get_ports {clk}]

set non_clock_inputs [all_inputs -no_clocks]
set_input_delay [expr $clk_period * $clk_io_pct] -clock clk0 $non_clock_inputs
set_output_delay [expr $clk_period * $clk_io_pct] -clock clk0 [all_outputs]
```
==> ci_impl_report.md <==
### Metrics collected by this job

| Metric | Value |
|---|---|
| Clock H-tree levels | 6 |
| Post-DRT Antenna Nets | 0 |
| CTS tree | yes |
| Initial antenna violation count | 50 |
| Final wirelength | 868 mm |
| Clock slew seen by the registers of the worst setup and hold paths | ~0.06 ns |
| Hold Crit Start | write_data[28] |
| Top achievable clock speed | 0.0419 GHz |
| Max-cap violations | 2 |
| Drt wl/cell | about 30 um |
| Stage-log warning count | 34 |
| Hold Crit Class | input pin to register |
| Slew Limit Headroom | -2.49% |
| Total of warnings raised by yosys | 1 |
| Post-place setup slack | 13.90 ns |
| RSZ-0062 raised after global routing | false |
| Pre-Repair DR Iteration Count | 5 |
| Flops after synth | approximately 8,200 |
| Total global routing track utilization | 17.9% |
| Crit share post-route | ~63% |
| Clk buf depth | 4 |
| Synthesized netlist cell count | 13,058 |
| Number of port buffers | between 70 and 80 |
| Number of gates resized after cts | 0 |
| Die W | 1.02 mm |
| Vias in the first global route | 161,256 |
| Yosys top cell by area | edfxtp_1 |
| Setup violators final | 0 |
| Post-CTS Hold Fix Bufs | 0 |
| Top Layout Cells | edfxtp_1 (8,192), mux4_2 (2,048), a22oi_1 (1,024) |
| Violated checks | capacitance limit, slew limit |
| Tightest Pin Transition | 1.52 ns |
| Layout Area Growth over Synthesis | 15.8% |
| Avg Cell Area, Syn | 23.6 um^2 |
| Post-synth top area share | 79.7% |
| Drt drc | 0 |
| Critical Path AT | 16.27 ns |
| Status | finished with violations |
| Yosys Instances | 13,058 |
| Minimum clock period | approximately 24 ns |
| Mapped Area | 309,000 um^2 |
| Final Hold Fails | 0 |
| Vias | around 150k |
| Final setup margin | 14.05 ns |
| CTS root buf | clkbuf_16 |
| Crit Path Max Fanout | 64 |
| Critical Path RT | 30.32 ns |
| Global-route wire length before repair | 1220 mm |
| Yosys chip area | 309,000 um^2 |
| Top cells by area | edfxtp_1 (80%), mux4_2 (15%), a22oi_1 (2.5%) |
| CP Capture Type | output port |
| Gpl congestion | between 0.8 and 0.9 |
| Die y size | 1.02 mm |
| Hold EP | mem[141][28] |
| Die area | roughly 1,000,000 um^2 |
| Vias per Instance | 5.14 |
| Num ports | 75 |
| Lkg Pwr | 107 nW |
| Initial core utilization | 30.1% |
| Hold Crit Depth | 1 |
| Yosys cell types | 22 |
| Total core area | 1,030,000 um^2 |
| Seq/Total Area, Yosys | between 70 and 80% |
| Number of CTS-inserted buffers | about 800 |
| Pwr/cell area | 51.5 nW/um^2 |
| Clock sink total | 8,193 |
| Most numerous logic cell after layout | edfxtp_1 |
| Crit path launch type | input pin |
| Post-CTS setup buffer count | 0 |
| Share of cells above drive strength 1 | 30.1% |
| Crit path kind | input pin to output port |
| DP HPWL | ~500 mm |
| DR iter-0 viols | slightly below 10,000 |
| Worst IR Drop VDD | 0.0547 mV |
| Largest net degree at the start of global routing | 123 |
| Pins Over Slew Limit | 5 |
| # rows | 372 |
| Total gr overflow | 0 |
| Fin Setup TNS | 0 ns |
flip-flops by register name, summed over array words and instances, names as in the netlist:
signal and count:
done 1, mem 8192
per-stage QoR:
stage	hold slack, ns	cell area [um^2]	power [mW]	utilization, %	instances
2_1_floorplan	7.61	309000	10.6	-	13058
3_3_place_gp	7.97	333000	11.1	32.4	26828
3_5_place_dp	7.98	333000	11.1	32.4	26834
4_1_cts	6.72	357000	18.5	34.8	28269
5_1_grt	6.77	357000	18.9	34.8	28310
6_report	6.80	357000	18.4	34.8	28328
layer usage:
layer	up-vias	global-route usage [%]	wire length, um
met5	-	1.75	2640
met4	62	7.06	44400
met3	1568	16.0	169000
met2	10350	26.7	405000
met1	74700	17.2	247000
li1	58804	-	-
area by class of cell:
class	instances	area, um^2
fillers	92766	668000
inverters	1	3.75
flip-flops and latches	8193	246000
clock inverters	450	3890
multi-input cells	4065	62200
clock buffers	985	20500
well taps	13651	17100
diodes	58	145
repair buffers	925	7510
Yosys cell counts (all sizes together):
library cell	instances
nor2b	8
a21oi	512
or3	1
inv	1
nor2	225
dfxtp	1
o41ai	128
mux4	2048
nand3	13
nand2	25
or2	4
a22oi	1024
and2	3
edfxtp	8192
buf	360
nand2b	6
nand4	32
clkbuf	439
nor3	36
where the power goes:
part	internal (mW)	switching (mW)	leakage, nW
sequential	9.99	0.00392	73.6
clock	4.14	3.35	11.9
combinational	0.298	0.606	21.6
total	14.4	3.96	107
critical path, stage by stage:
cell and delay (ns):
buf_16 0.37, buf_4 0.55, buf_4 0.49, buf_4 0.54, buf_4 0.62, buf_4 0.63
buf_4 0.53, buf_4 0.63, mux4_2 0.60, a22oi_1 0.18, a21oi_1 0.23, o41ai_2 1.25
nand4_1 0.97, buf_4 0.42, clkdlybuf4s50_1 0.40
how the worst max path moves through the flow:
stage | start | to | cells after the start
4_1_cts | addr1[0] | read_data[31] | 17
5_1_grt | addr1[0] | read_data[23] | 15
6_report | addr1[0] | read_data[23] | 15
cell families (layout without fill, tap and decap cells):
kind of cell           count (synthesis)  count (layout)  share of synthesized area, %
muxes                               2048            2048                          14.9
and+or+nand+nor                      353             353                         0.493
DFF                                 8193            8193                          79.7
buffers and inverters                800            2361                          1.17
other                                  0              58                             0
AOI/OAI and AO/OA                   1664            1664                          3.68
No activity file was given, so power comes from the tool's default toggle rates.
