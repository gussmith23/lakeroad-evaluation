**./config.mk**
```make
export PLATFORM = sky130hd
export DESIGN_NAME = seq_mem_d1_32_64_8
export DESIGN_NICKNAME = seq_mem_d1_32_64_8
export VERILOG_FILES = /design/flow/design.v
export SDC_FILE = /design/flow/constraint.sdc
export NUM_CORES = 4
export LEC_CHECK = 1
export CORE_UTILIZATION = 40
```
**./constraint.sdc**
```tcl
current_design seq_mem_d1_32_64_8

set clk_period 46.2
set clk_io_pct 0.2

create_clock -name clk0 -period $clk_period [get_ports {clk}]

set non_clock_inputs [all_inputs -no_clocks]
set_input_delay [expr $clk_period * $clk_io_pct] -clock clk0 $non_clock_inputs
set_output_delay [expr $clk_period * $clk_io_pct] -clock clk0 [all_outputs]
```
**./design.v**
```verilog
module seq_mem_d1_32_64_8 #(
    parameter WIDTH = 32,
    parameter SIZE = 64,
    parameter IDX_SIZE = 8
) (
   input wire logic clk,
   input wire logic reset,
   input wire logic [IDX_SIZE-1:0] addr0,
   input wire logic read_en,
   output logic [ WIDTH-1:0] out,
   output logic read_done,
   input wire logic [ WIDTH-1:0] in,
   input wire logic write_en,
   output logic write_done
);
  (* ram_style = "ultra" *)  logic [WIDTH-1:0] mem[SIZE-1:0];
  logic [WIDTH-1:0] read_out;
  assign out = read_out;
  always_ff @(posedge clk) begin
    if (reset) begin
      read_out <= '0;
    end else if (read_en) begin
      read_out <= mem[addr0];
    end else if (write_en) begin
      read_out <= 'x;
    end else begin
      read_out <= read_out;
    end
  end
  always_ff @(posedge clk) begin
    if (reset) begin
      read_done <= '0;
    end else if (read_en) begin
      read_done <= '1;
    end else begin
      read_done <= '0;
    end
  end
  always_ff @(posedge clk) begin
    if (write_en)
      mem[addr0] <= in;
  end
  always_ff @(posedge clk) begin
    if (reset) begin
      write_done <= '0;
    end else if (write_en) begin
      write_done <= 1'd1;
    end else begin
      write_done <= '0;
    end
  end
endmodule
```
**./run.sh**
```bash
#!/bin/bash
# OpenROAD 26Q1-2900-gdf79404cd8, Yosys 0.63+post, stock flow scripts
make -C /OpenROAD-flow-scripts/flow DESIGN_CONFIG=/design/flow/config.mk WORK_HOME=/design/flow/orfs finish
```
==> flow_summary_export.csv <==
group,metric,value,unit
run_status,outcome,"finished clean",
worst_setup_path,cp-start-kind,"input pin",
routing,drc,0,
pwr,ir_drop,0.0000308,V
clock_tree,cts_tree,"done",
synthesis,syn_avg_cell_area,18.7,µm²
worst_setup_path,cp_max_fo,49,
layout,fill_cells,16400,
routing,post_drt_wl_per_cell,35.6,µm
clock_tree,insertion_delay,850,ps
timing,fin_crit,13150,ps
layout,lay_top_count,"edfxtp_1",
grt,overflow,0,
routing,final_antenna_net_count,0,
routing,first_pass_iters,5,
layout,final_cell_mix,"edfxtp_1, a221oi_1, mux2_2",
synthesis,synth_cells,4275,
flow_run,tool_warnings,28,
routing,viasPerCell,6.15,
clock_tree,cts_made_buffers,204,
routing,top_layer_used,"met5",
clock_tree,htree_num_levels,4,
layout,drive_gt1_share,20.8,%
routing,wl_met3,50.2,mm
pwr,total_power,3980,µW
worst_hold_path,hold_path_class,"flop to flop",
timing,finClkSkew,39.0,ps
synthesis,edf_count,2048,
grt,grt_start_max_net_pins,83,
synthesis,yosys.stat.chipArea,79800,µm²
worst_setup_path,crit_required,46900,ps
placed_design,gp_congestion,0.907,
placed_design,port_buffers,75,
synthesis,flop_cell,"edfxtp_1",
timing,rsz0062_at_grt,"no",
timing,fmax,76.0,MHz
clock_tree,cts_buffer_depth,3,
pwr,p_leak,0.0284,µW
floorplan,fp.dieW,449,µm
floorplan,die-area,201000,µm²
grt,antenna_found_initial,6,
clock_tree,cts_setup_buffers,0,
synthesis,netlist_area,79800,µm²
routing,wl_met1,79.0,mm
floorplan,fp-utilization,40.4,%
synthesis,ys_cells,4275,
timing,final.period_utilization,28.5,%
clock_tree,cts.sinks,2082,
synthesis,ys_warn_count,1,
timing,tns,0,ps
floorplan,ios,78,
floorplan,die_h,449,µm
worst_setup_path,arrival,13860,ps
layout,logic_area,16500,µm²
grt,grt_pass1_vias,46900,
layout,final_util,46.0,%
timing,finalSetupViolations,0,
synthesis,async_flop_share,0,%
timing,finalHoldViolCount,0,
flow_run,cap_violations,0,
grt,grt_usage,28.0,%
floorplan,rows,163,
placed_design,dp_hpwl,143,mm
placed_design,placed_cells,6888,
layout,area_growth,13.9,%
layout,finalNonFillerCells,7264,
routing,dr_wl_met2,114,mm
timing,tightestPinTransition,1090,ps
grt,grt_pass1_wl,359,mm
synthesis,yosysUniqueCellTypes,68,
pwr,power_density,43.7,nW/µm²
clock_tree,path_clk_slew,50,ps
synthesis,ys_seq_share,77.9,%
worst_setup_path,worstSetupPathType,"input pin to flop",
routing,num_vias,44600,
clock_tree,holdBufCountCts,0,
synthesis,ys.flops,2082,
timing,slew_viol_final,0,
clock_tree,cts_root_buf,"clkbuf_16",
routing,drtIter0Drc,3602,
timing,slew_headroom,27.4,%
routing,wirelength,258,mm
layout,regArea,62200,µm²
floorplan,core,198000,µm²
clock_tree,cts.repair.resized,0,
worst_setup_path,crit_path_end_kind,"flop",
metrics by stage:
stage	setup slack [ps]	hold slack [ps]	cell area, µm²
after global placement	32200	542	84300
final	33050	564	90900
after CTS	33060	570	90900
after floorplan	33190	462	79800
after detailed placement	32170	554	84300
after global routing	33000	586	90900
power breakdown:
part	total [µW]	switching (µW)	internal (µW)
registers	2100	7.60	2090
logic	229	161	67.6
clock network	1650	700	951
registers in the layout, summed over array words and instances (netlist names):
signal,cells
mem,2048
read_done,1
read_out,32
write_done,1
logic make-up (layout without fill, tap and decap cells):
logic type / Yosys count / after routing / synth area share [%]
buffers and inverters: 316 / 660 / 2.14
flip-flops: 2082 / 2082 / 77.9
multiplexers: 493 / 493 / 8.52
AND-OR/OR-AND: 969 / 969 / 9.28
AND/OR/NAND/NOR: 415 / 415 / 2.18
other: 0 / 5 / 0
path summary, 6_finish.rpt:
| check | from | endpoint | slack [ps] | cells past startpoint |
|---|---|---|---|---|
| worst max-delay path | addr0[1] | read_out[2]$_SDFFE_PP0P_ | 33050 | 10 |
| worst min-delay path | read_out[2]$_SDFFE_PP0P_ | read_out[2]$_SDFFE_PP0P_ | 560 | 2 |
| worst max register to register | mem[52][6]$_DFFE_PP_ | read_out[6]$_SDFFE_PP0P_ | 43520 | 6 |
| worst min register to register | read_out[2]$_SDFFE_PP0P_ | read_out[2]$_SDFFE_PP0P_ | 560 | 2 |
critical path: stages:
cell and delay (ps):
buf_8 420, buf_4 590, buf_4 630, buf_4 570, mux4_2 590, mux2i_1 270, o22ai_1 330, a211oi_1 590
o211a_1 240, a311oi_1 90
synth_stat cells (all sizes together) (4+ instances only):
cell type	n	area share, %
a222oi	9	0.11
nand2	135	0.64
o221ai	28	0.31
o211ai	6	0.056
and3	7	0.055
o2bb2ai	25	0.27
a311oi	15	0.16
a22o	35	0.38
a22oi	148	1.4
o22a	7	0.077
clkbuf	84	0.40
nor3	10	0.069
a31oi	15	0.12
mux2	211	3.0
and2	7	0.055
o21bai	8	0.075
a211oi	12	0.11
o21a	6	0.056
nor2	216	1.0
a21oi	88	0.55
buf	228	1.7
nand3	7	0.044
nor2b	11	0.086
o22ai	99	0.78
a221o	37	0.46
o31a	8	0.088
a221oi	317	3.5
o21ai	83	0.52
edfxtp	2048	77
mux4	128	3.6
mux2i	154	1.9
nor3b	4	0.044
dfxtp	34	0.85
layout make-up:
cell class	instances	area share, %
diodes	5	0.0138
inverters	4	0.0303
flip-flops and latches	2082	68.4
multi-input cells	1877	18.2
clock buffers	279	6.15
well taps	2640	3.63
clock inverters	92	1.13
repair buffers	285	2.48
layer usage:
layer  track usage, %  vias to the layer above
li1                 -                    18200
met1             31.4                    22100
met2             38.4                     3629
met3             23.9                      650
met4             12.0                       12
met5             1.52                        -
Power and IR drop assume default switching activity.
