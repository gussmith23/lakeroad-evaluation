--- flow/run.sh ---
#!/bin/bash
# OpenROAD 26Q1-2900-gdf79404cd8, Yosys 0.63+post, stock flow scripts
make -C /OpenROAD-flow-scripts/flow DESIGN_CONFIG=/design/flow/config.mk WORK_HOME=/design/flow/orfs finish
--- flow/design.v ---
module seq_mem_d1_32_96_8 #(
    parameter WIDTH = 32,
    parameter SIZE = 64,
    parameter IDX_SIZE = 8
) (
   input wire logic clk,
   input wire logic reset,
   input wire logic [IDX_SIZE-1:0] addr0,
   input wire logic read_en,
   output logic [ WIDTH-1:0] out,
   output logic read_done,
   input wire logic [ WIDTH-1:0] in,
   input wire logic write_en,
   output logic write_done
);
  (* ram_style = "ultra" *)  logic [WIDTH-1:0] mem[SIZE-1:0];
  logic [WIDTH-1:0] read_out;
  assign out = read_out;
  always_ff @(posedge clk) begin
    if (reset) begin
      read_out <= '0;
    end else if (read_en) begin
      read_out <= mem[addr0];
    end else if (write_en) begin
      read_out <= 'x;
    end else begin
      read_out <= read_out;
    end
  end
  always_ff @(posedge clk) begin
    if (reset) begin
      read_done <= '0;
    end else if (read_en) begin
      read_done <= '1;
    end else begin
      read_done <= '0;
    end
  end
  always_ff @(posedge clk) begin
    if (write_en)
      mem[addr0] <= in;
  end
  always_ff @(posedge clk) begin
    if (reset) begin
      write_done <= '0;
    end else if (write_en) begin
      write_done <= 1'd1;
    end else begin
      write_done <= '0;
    end
  end
endmodule
--- flow/constraint.sdc ---
current_design seq_mem_d1_32_96_8

set clk_period 46.2
set clk_io_pct 0.2

create_clock -name clk0 -period $clk_period [get_ports {clk}]

set non_clock_inputs [all_inputs -no_clocks]
set_input_delay [expr $clk_period * $clk_io_pct] -clock clk0 $non_clock_inputs
set_output_delay [expr $clk_period * $clk_io_pct] -clock clk0 [all_outputs]
--- flow/config.mk ---
export PLATFORM = sky130hd
export DESIGN_NAME = seq_mem_d1_32_96_8
export DESIGN_NICKNAME = seq_mem_d1_32_96_8
export VERILOG_FILES = /design/flow/design.v
export SDC_FILE = /design/flow/constraint.sdc
export NUM_CORES = 4
export LEC_CHECK = 1
export CORE_UTILIZATION = 40
==> run_results.csv <==
group,metric,value,unit
outcome,status,"finished clean",
worst_setup_path,start_kind,"primary input",
drt,drt-initial-drc-count,3602,
floorplan,boundaryPins,78,
drt,dr.pass1.iters,5,
power_and_ir_drop,peakVddDrop,0.0000308,V
floorplan,coreArea,198000,um^2
grt,grt_antenna_before_repair,6,
yosys,yosysTopAreaCell,"edfxtp_1",
drt,vias_per_cell,6.15,
drt,drc,0,
worst_setup_path,cp.required,46900,ps
clock_tree,cts_tree,"done",
worst_hold_path,whs_path_depth,2,
yosys,netlist_area,79800,um^2
drt,antenna_left,0,
grt,grt_util_all_layers,28.0,%
yosys,synthFlopType,"edfxtp_1",
floorplan,row_count,163,
clock_tree,insertion_delay,850,ps
yosys,area_leaders,"edfxtp_1, mux4_2, a221oi_1",
yosys,top_area_share,77.0,%
worst_setup_path,crit_start,"addr0[1]",
worst_hold_path,whs_endpoint,"read_out[2]",
timing,slew_viol_final,0,
worst_setup_path,crit_path_end_kind,"register",
floorplan,fp_util,40.4,%
place,post-place-ws,32170,ps
worst_setup_path,reg2reg_slack,43520,ps
grt,grt_pass1_vias,46874,
flow_run,cap_violations,0,
yosys,synth_area_per_cell,18.7,um^2
floorplan,die-width,449,um
worst_setup_path,worst-path-stages,10,
timing,rsz0062_at_grt,"false",
clock_tree,cts_sinks,2082,
cells_and_area,final_cells,7264,
timing,clock_skew,39.0,ps
yosys,yosysWarnings,1,
clock_tree,clock_path_buffers,3,
yosys,synthArstFlopShare,0,%
grt,grt_max_degree,83,
floorplan,die_h,449,um
grt,grt_overflow,0,
cells_and_area,area_delta_synth_final,13.9,%
power_and_ir_drop,p_leak,28.4,nW
worst_setup_path,crit_family,"buffers and inverters",
cells_and_area,fin_area,90900,um^2
timing,worst_pin_slew,1090,ps
worst_setup_path,path_common_cell,"buf_4",
drt,wl_per_cell,35.6,um
clock_tree,hold_buffers,0,
worst_setup_path,crit_fanout,49,
timing,clock.fmax,76.0,MHz
drt,vias,44646,
worst_setup_path,crit_chain,"buf_8 > buf_4 > buf_4 > buf_4 > mux4_2 > mux2i_1 > o22ai_1 > a211oi_1 > o211a_1 > a311oi_1",
worst_setup_path,reg2regPathDepth,6,
timing,setup_violations,0,
clock_tree,clk_pin_slew,50,ps
yosys,yosys-top-cells-count,"edfxtp_1, a221oi_1, nor2_1",
yosys,yosys_cells,4275,
place,place_hpwl,143,mm
place,dp_cells,6888,
yosys,yosys_area,79800,um^2
floorplan,die-area,201000,um^2
yosys,synth_top_cell_by_count,"edfxtp_1",
clock_tree,cts_root_buffer,"clkbuf_16",
timing,fin_crit_sh,28.5,%
place,numPortBuffers,75,
yosys,synthCells,4275,
cells_and_area,drive_gt1_share,20.8,%
clock_tree,post_cts_buffers,0,
timing,setup_slack,33050,ps
yosys,synth-seq-cells,2082,
worst_setup_path,cp_slowest_cell,"buf_4",
flow_run,warning_count,28,
clock_tree,cts_buffers,204,
worst_setup_path,arrival,13860,ps
worst_setup_path,timing.rr.end,"read_out[6]",
timing,hold_violations,0,
worst_setup_path,worst-path-buf-inv,4,
worst_setup_path,regToRegStartpoint,"mem[52][6]",
yosys,edf_count,2048,
clock_tree,h-tree-depth,4,
place,place_congestion,0.907,
drt,wirelength,258,mm
yosys,yosysSeqAreaShare,77.9,%
worst_hold_path,hp-class,"reg -> reg",
power_and_ir_drop,p_per_area,43.7,nW/um^2
worst_setup_path,worstSetupPathType,"in -> reg",
cells_and_area,final.fill_count,16441,
place,place_area,84300,um^2
timing,slew_headroom,27.4,%
worst_hold_path,min-delay-start,"read_out[2]",
grt,grt_pass1_wl,359,mm
clock_tree,cts_resized,0,
yosys,synth_cell_types,68,
timing,tns,0,ps
timing,period_needed,13150,ps
worst_setup_path,critical-path-max-stage-delay,630,ps
==> cells by family (layout without fill, tap and decap cells) <==
group                  count (synthesis)  count (layout)  share of synthesized area, %
AND/OR/NAND/NOR                      415             415                          2.18
other                                  0               5                             0
buffers and inverters                316             660                          2.14
AND-OR/OR-AND                        969             969                          9.28
multiplexers                         493             493                          8.52
flip-flops                          2082            2082                          77.9
==> worst reg2reg max path: stages, from the launching register on <==
cell and delay, ps:
edfxtp_1 360, mux2_2 260, a221o_1 310, a221oi_1 400, nor3_1 180, o21ai_0 840
a311oi_1 190
==> metrics by stage <==
| stage | power (mW) | util (%) | hold slack (ps) |
|---|---|---|---|
| floorplan | 2.24 | - | 462 |
| global placement | 2.36 | 42.6 | 542 |
| detailed placement | 2.36 | 42.6 | 554 |
| CTS | 3.99 | 46.0 | 570 |
| global route | 4.07 | 46.0 | 586 |
| finish | 3.98 | 46.0 | 564 |
==> power breakdown <==
group	switching, mW	leakage (nW)	internal, mW
Sequential	0.00760	18.7	2.09
Combinational	0.161	6.46	0.0676
Clock	0.700	3.22	0.951
Total	0.869	28.4	3.11
==> cells in the final DEF (no fill, tap or decap), drive strengths merged, types with 99 or more instances in the layout <==
| cell type | n |
|---|---|
| nand2 | 135 |
| buf | 246 |
| nor2 | 216 |
| mux4 | 128 |
| a221oi | 317 |
| clkbuf | 279 |
| mux2 | 211 |
| o22ai | 99 |
| mux2i | 154 |
| a22oi | 148 |
| edfxtp | 2048 |
==> how the worst max path moves through the flow <==
stage	to	slack (ps)
CTS	read_out[2]	33060
global route	read_out[2]	33000
finish	read_out[2]	33050
==> registers in the layout, summed over array words and instances (netlist names) <==
register / flops
mem: 2048
read_done: 1
write_done: 1
read_out: 32
==> area by class of cell <==
type	count	area, um^2	area share [%]
clock buffers	279	5590	6.15
multi-input cells	1877	16500	18.2
flip-flops and latches	2082	62200	68.4
repair buffers	285	2250	2.48
clock inverters	92	1020	1.13
diodes	5	12.5	0.0138
inverters	4	27.5	0.0303
well taps	2640	3300	3.63
==> routing by layer <==
| layer | GRT usage (%) | vias to the layer above | wire length (um) | part of all wire, % |
|---|---|---|---|---|
| li1 | - | 18232 | - | - |
| met2 | 38.4 | 3629 | 114000 | 44 |
| met5 | 1.52 | - | 247 | 0.096 |
| met3 | 23.9 | 650 | 50200 | 19 |
| met1 | 31.4 | 22123 | 79000 | 31 |
| met4 | 12.0 | 12 | 14800 | 5.7 |
Power is estimated from default activity; no workload was simulated.
